[flow/design.v]
`timescale 1ns / 1ps
module clock(
	clk,
	clk_fst,
	clk_blk,
	clk_slow
   );
	input clk;
	output reg clk_fst;
	output reg clk_blk;
	output reg clk_slow;
	reg [25:0] counter_fst;
  	reg [25:0] counter_blk;
	reg [25:0] counter_slow;
	initial begin
		clk_fst = 0;
		clk_blk = 0;
		clk_slow = 0;
		counter_fst = 0;
		counter_blk = 0;
		counter_slow = 0;
	end
	always @ (posedge clk) begin
		counter_fst = counter_fst + 1'b1;
      if (counter_fst == 100000-1) begin  
			counter_fst = 0;
			clk_fst = ~clk_fst;
		end
		counter_slow = counter_slow + 1'b1;
		if (counter_slow == 5000000-1) begin
			counter_slow = 0;
			clk_slow = ~clk_slow;
		end
      counter_blk = counter_blk + 1'b1;
      if (counter_blk == 40000000-1) begin  
			counter_blk = 0;
			clk_blk = ~clk_blk;
		end
	end
endmodule
[flow/run.sh]
#!/bin/bash
# OpenROAD 26Q1-2900-gdf79404cd8, Yosys 0.63+post, stock flow scripts
make -C /OpenROAD-flow-scripts/flow DESIGN_CONFIG=/design/flow/config.mk WORK_HOME=/design/flow/orfs finish
[flow/config.mk]
export PLATFORM = sky130hd
export DESIGN_NAME = clock
export DESIGN_NICKNAME = clock
export VERILOG_FILES = /design/flow/design.v
export SDC_FILE = /design/flow/constraint.sdc
export NUM_CORES = 4
export LEC_CHECK = 1
export CORE_UTILIZATION = 30
[flow/constraint.sdc]
current_design clock

set clk_period 7.5
set clk_io_pct 0.2

create_clock -name clk0 -period $clk_period [get_ports {clk}]

set non_clock_inputs [all_inputs -no_clocks]
set_input_delay [expr $clk_period * $clk_io_pct] -clock clk0 $non_clock_inputs
set_output_delay [expr $clk_period * $clk_io_pct] -clock clk0 [all_outputs]
==> qor.log <==
qor: drt.wire_per_inst 12.4 um
qor: setup_path.critical_path.cell_chain and4_1 > nand4_1 > or4_1 > o311a_1 > a2111oi_4 > and3_1
qor: grt.grt_pass1_wl 14.7 mm
qor: final_timing.timing.setup.tns 0 ps
qor: floorplan.overall_chip_area 14900 um2
qor: place.dpl.hpwl 5.77 mm
qor: grt.globalRoute.totalOverflow 0
qor: final_timing.report.final.hold_viol_count 0
qor: worst_hold_path.hold-path-cell-count 1
qor: logic_synthesis.synthTopCellsByCount sky130_fd_sc_hd__dfxtp_1 (78), sky130_fd_sc_hd__a21oi_1 (42), sky130_fd_sc_hd__nand2_1 (39)
qor: logic_synthesis.synth-cells-yosys 486
qor: floorplan.floorplan.initialDensity 30.9%
qor: place.dp_cells 651
qor: clock_tree.post_cts_resize_count 0
qor: floorplan.std_cell_rows 43
qor: job.drv_cap 0
qor: final_timing.final_period_minus_worst_setup_slack 3360 ps
qor: logic_synthesis.number_of_synthesized_flops_with_an_enable_pin 3
qor: layout.drive_gt1_share 8.01%
qor: logic_synthesis.top_cells_by_area sky130_fd_sc_hd__dfxtp_1 (36%), sky130_fd_sc_hd__xnor2_1 (6.9%), sky130_fd_sc_hd__xor2_1 (6.1%)
qor: clock_tree.post-cts-setup-buffer-count 0
qor: floorplan.io_pins 4
qor: logic_synthesis.post-synth-top-area-fraction 36.1%
qor: logic_synthesis.ys_ff 81
qor: drt.via_count 3392
qor: clock_tree.tritoncts done
qor: final_timing.report.final.setup_viol 0
qor: place.postPlaceCellArea 4500 um2
qor: drt.vias_per_cell 5.09
qor: clock_tree.clk_path_buf_depth 2
qor: drt.route.antenna.diode_count 0
qor: final_timing.rsz0062_at_grt false
qor: final_timing.slew_headroom 38.6%
qor: pwr.power-per-cell-area 181 nW/um2
qor: grt.largest_net_degree_at_the_start_of_global_routing 17
qor: setup_path.worstPathBufferInverterCount 0
qor: drt.drtAntennaViolNets 0
qor: setup_path.cp-start-kind flop
qor: final_timing.slew_viol_final 0
qor: logic_synthesis.ys_types 63
qor: clock_tree.clk_latency 340 ps
qor: grt.grt_pass1_vias 3143
qor: setup_path.end_kind flop
qor: setup_path.worstPathMaxFanout 14
qor: final_timing.fmax 0.298 GHz
qor: layout.area_growth 10.9%
qor: worst_hold_path.worst_min_delay_path_category flop to flop
qor: logic_synthesis.synthesis.area 4330 um2
qor: layout.layout.cell_area.non_filler 4800 um2
qor: grt.initial_antenna_violation_count 0
qor: pwr.worst_ir_drop_vdd 0.134 mV
qor: floorplan.die_height 122 um
qor: setup_path.reg2reg_depth 6
qor: clock_tree.cts_root_buffer sky130_fd_sc_hd__clkbuf_16
qor: place.placement.io_buffers 3
qor: final_timing.final_setup_skew 4.47 ps
qor: drt.router_iterations_before_antenna_repair 4
qor: floorplan.area_of_the_core 14000 um2
qor: logic_synthesis.postSynth.asyncResetShare 0%
qor: drt.detail_route.wirelength 8.25 mm
qor: final_timing.finalCritPeriodShare 44.8%
qor: job.warning_count 28
qor: logic_synthesis.number_of_standard_cells_after_synthesis 486
qor: setup_path.worstSetupPathType flop to flop
qor: logic_synthesis.seq_share_synth 38.2%
qor: clock_tree.numCtsBuffers 9
qor: logic_synthesis.syn_avg_cell_area 8.90 um2
qor: grt.groute.usage.overall 12.2%
qor: logic_synthesis.dominantRegCellSynth sky130_fd_sc_hd__dfxtp_1
qor: clock_tree.path_clk_slew 60 ps
qor: final_timing.max_slew.worst_pin.slew 915 ps
qor: logic_synthesis.ys.warnings.count 1
qor: setup_path.critPathSlowestCell sky130_fd_sc_hd__a2111oi_4
qor: clock_tree.clkSinkCount 81
qor: logic_synthesis.yosys.cell_count.top_type sky130_fd_sc_hd__dfxtp_1
qor: setup_path.worstPathRequired 7550 ps
qor: pwr.static-leakage-power 0.00174 uW
qor: setup_path.arrival 3410 ps
qor: layout.layout.filler_cells 1421
qor: setup_path.critPathMaxStageDelay 790 ps
qor: run_status.run_status finished, final reports clean
qor: clock_tree.cts.htree.levels 3
qor: clock_tree.cts_hold_buffers 0
qor: drt.drtIter0Drc 174
qor: layout.layout.core_utilization 34.3%
qor: place.routabilityCongestion 0.892
qor: floorplan.dieWidth 122 um
qor: setup_path.path_depth 6
qor: layout.layout.cells.non_filler 667
qor: logic_synthesis.yosys.area.top_type sky130_fd_sc_hd__dfxtp_1
qor: drt.drc 0
qor: setup_path.timing.critical_path.max_delay_family simple AND/OR/NAND/NOR gates
qor: logic_synthesis.synth-area-yosys 4330 um2
==> final timing paths <==
| check | startpoint | to | slack, ps |
|---|---|---|---|
| worst max register to register | counter_slow[8] | clk_slow | 4140 |
| worst max-delay path | counter_slow[8] | clk_slow | 4140 |
| worst min register to register | counter_fst[25] | counter_fst[25] | 480 |
| worst min-delay path | counter_fst[25] | counter_fst[25] | 480 |
==> area by class of cell <==
cell class	instances	area [um2]	share of cell area, %
inverters	14	52.6	1.10
well taps	180	225	4.69
clock buffers	10	239	4.98
clock inverters	6	56.3	1.17
flip-flops and latches	81	1650	34.4
multi-input cells	370	2520	52.5
repair buffers	6	52.6	1.10
==> cells in the final DEF (no fill, tap or decap), types with 4 or more instances in the layout <==
| cell | n |
|---|---|
| sky130_fd_sc_hd__ha_1 | 6 |
| sky130_fd_sc_hd__clkinv_2 | 4 |
| sky130_fd_sc_hd__and3_1 | 7 |
| sky130_fd_sc_hd__inv_1 | 14 |
| sky130_fd_sc_hd__nor2b_1 | 7 |
| sky130_fd_sc_hd__nand3_1 | 31 |
| sky130_fd_sc_hd__xor2_1 | 30 |
| sky130_fd_sc_hd__dfxtp_1 | 78 |
| sky130_fd_sc_hd__xnor2_1 | 34 |
| sky130_fd_sc_hd__and4_1 | 8 |
| sky130_fd_sc_hd__a21oi_1 | 42 |
| sky130_fd_sc_hd__nor3_1 | 11 |
| sky130_fd_sc_hd__or4_1 | 6 |
| sky130_fd_sc_hd__o211ai_1 | 4 |
| sky130_fd_sc_hd__o31ai_1 | 4 |
| sky130_fd_sc_hd__nor4_1 | 9 |
| sky130_fd_sc_hd__o31a_1 | 4 |
| sky130_fd_sc_hd__a31oi_1 | 5 |
| sky130_fd_sc_hd__nand4_1 | 22 |
| sky130_fd_sc_hd__nor2_1 | 31 |
| sky130_fd_sc_hd__nand2_1 | 39 |
| sky130_fd_sc_hd__clkbuf_16 | 9 |
==> cell families (layout without fill, tap and decap cells) <==
logic type	after synthesis	after routing	share of synthesized area, %
xor gates and xnor gates	65	65	13.3
muxes	4	4	0.983
DFF	81	81	38.2
and+or+nand+nor	207	207	27.7
buffers and inverters	35	36	3.73
AOI/OAI and AO/OA	88	88	14.3
adders and majority gates	6	6	1.74
==> flip-flops by register name (all words and copies together) (netlist names) <==
name	count
counter_slow	26
counter_blk	26
clk_blk	1
clk_fst	1
clk_slow	1
counter_fst	26
==> through the flow <==
stage,hold slack [ps],total power (uW),setup WS [ps]
2_1_floorplan,456,442,4710
3_3_place_gp,475,442,4210
3_5_place_dp,475,442,4180
4_1_cts,486,882,4160
5_1_grt,499,901,3920
6_report,480,868,4140
==> power breakdown <==
| part | internal (uW) | switching, uW | total (uW) | leakage (uW) |
|---|---|---|---|---|
| Combinational | 0 | 0 | 0.000930 | 0.000930 |
| Clock | 264 | 171 | 436 | 0.000152 |
| Sequential | 432 | 0 | 432 | 0.000663 |
==> layer usage <==
| metal | GRT usage [%] | up-vias | wire (um) |
|---|---|---|---|
| met5 | 0 | - | 0 |
| met4 | 1.22 | 0 | 96 |
| met3 | 2.72 | 6 | 351 |
| met2 | 18.7 | 44 | 3570 |
| met1 | 18.5 | 1573 | 4230 |
| li1 | - | 1769 | - |
Power and IR drop assume default switching activity.
