[/design/flow/config.mk]
export PLATFORM = sky130hd
export DESIGN_NAME = debouncer
export DESIGN_NICKNAME = debouncer
export VERILOG_FILES = /design/flow/design.v
export SDC_FILE = /design/flow/constraint.sdc
export NUM_CORES = 4
export LEC_CHECK = 1
export CORE_AREA = 10 10 70 70
export DIE_AREA = 0 0 80 80
[/design/flow/constraint.sdc]
current_design debouncer

set clk_period 1.0
set clk_io_pct 0.2

create_clock -name clk0 -period $clk_period [get_ports {clk_fst}]

set non_clock_inputs [all_inputs -no_clocks]
set_input_delay [expr $clk_period * $clk_io_pct] -clock clk0 $non_clock_inputs
set_output_delay [expr $clk_period * $clk_io_pct] -clock clk0 [all_outputs]
[/design/flow/design.v]
`timescale 1ns / 1ps
module debouncer(
	sw,
	btns,
	btnu,
	btnl,
	btnd,
	btnr,
	clk_fst,
	sw_sub,
	sw_add,
	sw_one,
	sw_two,
	sw_three,
	sw_four,
	sw_five,
	btn_rst,
	btn_sub,
	btn_sub_h,
	btn_add,
	btn_add_h
	);
	input [7:0] sw;
	input btns;
	input btnu;
	input btnl;
	input btnd;
	input btnr;
	input clk_fst;
	output reg sw_sub;
	output reg sw_add;
	output reg sw_one;
	output reg sw_two;
	output reg sw_three;
	output reg sw_four;
	output reg sw_five;
	output reg btn_rst;
	output reg btn_sub;
	output reg btn_sub_h;
	output reg btn_add;
	output reg btn_add_h;
	initial begin
		sw_sub = 0;
		sw_add = 0;
		sw_one = 0;
		sw_two = 0;
		sw_three = 0;
		sw_four = 0;
		sw_five = 0;
		btn_rst = 0;
		btn_sub = 0;
		btn_sub_h = 0;
		btn_add = 0;
		btn_add_h = 0;
	end
	always @(posedge clk_fst) begin
		if (sw[7] == 0) begin
			sw_sub = 0;
		end
		else begin
			sw_sub = 1;
		end
		if (sw[6] == 0) begin
			sw_add = 0;
		end
		else begin
			sw_add = 1;
		end
		if (sw[0] == 0) begin
			sw_one = 0;
		end
		else begin
			sw_one = 1;
		end
		if (sw[1] == 0) begin
			sw_two = 0;
		end
		else begin
			sw_two = 1;
		end
		if (sw[2] == 0) begin
			sw_three = 0;
		end
		else begin
			sw_three = 1;
		end
		if (sw[3] == 0) begin
			sw_four = 0;
		end
		else begin
			sw_four = 1;
		end
		if (sw[4] == 0) begin
			sw_five = 0;
		end
		else begin
			sw_five = 1;
		end
		if (btns == 0) begin
			btn_rst = 0;
		end
		else begin
			btn_rst = 1;
		end
		if (btnu == 0) begin
			btn_sub = 0;
		end
		else begin
			btn_sub = 1;
		end
		if (btnr == 0) begin
			btn_sub_h = 0;
		end
		else begin
			btn_sub_h = 1;
		end
		if (btnd == 0) begin
			btn_add = 0;
		end
		else begin
			btn_add = 1;
		end
		if (btnl == 0) begin
			btn_add_h = 0;
		end
		else begin
			btn_add_h = 1;
		end
	end
endmodule
[/design/flow/run.sh]
#!/bin/bash
# OpenROAD 26Q1-2900-gdf79404cd8, Yosys 0.63+post, stock flow scripts
make -C /OpenROAD-flow-scripts/flow DESIGN_CONFIG=/design/flow/config.mk WORK_HOME=/design/flow/orfs finish
==> flow_summary.json <==
{
  "status": "finished, final reports clean",
  "worstSetupPathDepth": 1,
  "comb_area_um2": 0,
  "crit_path_start_kind": "flop",
  "synth_cells": 12,
  "crit_chain": "clkdlybuf4s15_1",
  "slowest_delay_ns": 0.31,
  "diodes": 0,
  "io-pin-count": 26,
  "ys_seq_frac": 1.00,
  "ys_cells": 12,
  "slew_viol_final": 0,
  "cts_made_buffers": 3,
  "ys_chip_area_um2": 240,
  "die_w_um": 80,
  "synth.distinct_cells": 1,
  "peakVddDrop_v": 0.000472,
  "grt_use_total": 0.0217,
  "grt_pass1_vias": 199,
  "lay_top_cells": "clkdlybuf4s50_1 (12), dfxtp_1 (9), clkdlybuf4s15_1 (8), clkbuf_2 (4)",
  "power_density_mw_per_mm2": 1560,
  "endpoint_kind": "output pin",
  "finalSetupTns_ns": 0,
  "tool_warnings": 26,
  "whs_ns": 0.371,
  "rsz0062_at_grt": "false",
  "hp-start": "btns",
  "grt_pass1_wl_um": 1000,
  "clk_path_buf_depth": 2,
  "area_delta_synth_final_pct": 127,
  "hold_buffers": 0,
  "antenna_found_initial": 0,
  "cp.required_ns": 0.80,
  "core_mm2": 0.00342,
  "flop_area_um2": 244,
  "place_congestion": 0.751,
  "path_class": "reg2out",
  "worstMarginPinSlew_ns": 0.0642,
  "setup_viol_count_final": 0,
  "final_hold_viol_count": 0,
  "clk_pin_slew_worst_paths_ns": 0.06,
  "vias_per_cell": 2.26,
  "syn_area_um2": 240,
  "drive_gt1_frac": 0.256,
  "grt_remaining_overflow": 0,
  "holdPathEnd": "btn_rst",
  "min_period_ns": 0.944,
  "routedWlPerCell_um": 8.14,
  "hold_path_class": "in2reg",
  "max_freq_mhz": 1060,
  "critPathBufInv": 1,
  "syn_area_per_cell_um2": 20.0,
  "vias": 192,
  "cts_tree": "built",
  "p_leak_nw": 0.215,
  "portBuffers": 24,
  "grt_max_degree": 7,
  "min_path_cells": 1,
  "worst_ep_arrival_time_ns": 0.74,
  "cap_violations": 0,
  "wirelength_um": 692,
  "path_max_fanout": 1,
  "fillCellCount": 390,
  "std_cell_rows": 21,
  "slew_headroom": 0.957,
  "slowest_stage": "dfxtp_1",
  "drt_pass1_iterations": 2,
  "initialDrtViolationCount": 1,
  "place_ws_ns": 0.0237,
  "cp_top_family": "flip-flops",
  "chipArea_mm2": 0.00640,
  "logic_gate_count": 0,
  "fin_ws_ns": 0.0562,
  "drc": 0,
  "period_used_share": 0.944,
  "yosysWarnings": 1,
  "htree_num_levels": 1,
  "lay_top_count": "clkdlybuf4s50_1",
  "ant_nets": 0,
  "cts_root_buf": "clkbuf_4",
  "die.size.y_um": 80,
  "clock_sinks": 12,
  "ys_ff": 12,
  "fp_util": 0.0703
}
## cell usage after synthesis
cell type,instances,share of area
dfxtp_1,12,1.0
## kinds of logic after synthesis
family / Yosys count / share of synthesized area
DFF: 12 / 1.00
## power breakdown
group          total, mW  leakage, nW  switching, mW  internal, mW
logic             0.0735        0.100        0.00928        0.0642
registers          0.510        0.101        0.00556         0.505
clock network      0.263       0.0138          0.125         0.138
total              0.847        0.215          0.140         0.707
## metrics by stage
step	instances	total power, mW	utilization	instance area (µm²)
finish	85	0.847	0.159	544
global route	85	0.904	0.159	544
CTS	85	0.867	0.162	553
detailed placement	82	0.611	0.158	538
global placement	82	0.611	0.158	538
floorplan	12	0.514	-	240
## area by class of cell
class,instances,area share
clock buffers,3,0.0414
repair buffers,24,0.405
flip-flops and latches,12,0.448
well taps,46,0.106
## worst max path at each step
stage        start  endpoint
4_1_cts   sw_three  sw_three
5_1_grt     sw_two    sw_two
6_report   sw_four   sw_four
## sequential cells by signal, summed over array words and instances, names as in the netlist
register and count:
btn_sub 1, sw_four 1, btn_sub_h 1, sw_two 1, sw_five 1, btn_rst 1
sw_three 1, btn_add 1, sw_sub 1, btn_add_h 1, sw_add 1, sw_one 1
## routing by layer
layer | routed length [µm] | global-route usage
met5 | 0 | 0
met4 | 0 | 0
met3 | 270 | 0.0398
met2 | 143 | 0.0169
met1 | 278 | 0.0251
## repair_timing
item                                    4_1_cts  5_1_grt
resized                                      18       13
endpoints found under the setup margin       12       10
buffers inserted                              0        0
gates cloned                                  0        0
pin swaps                                     0        0
Power figures rest on the tool's default switching activity, not on a simulated workload.
